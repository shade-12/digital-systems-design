<file path="design/flow/run.sh">
#!/bin/bash
# OpenROAD 26Q1-2900-gdf79404cd8, Yosys 0.63+post, stock flow scripts
make -C /OpenROAD-flow-scripts/flow DESIGN_CONFIG=/design/flow/config.mk WORK_HOME=/design/flow/orfs finish
</file>
<file path="design/flow/config.mk">
export PLATFORM = sky130hd
export DESIGN_NAME = drawline
export DESIGN_NICKNAME = drawline
export VERILOG_FILES = /design/flow/design.v
export SDC_FILE = /design/flow/constraint.sdc
export NUM_CORES = 4
export LEC_CHECK = 1
export CORE_UTILIZATION = 30
</file>
<file path="design/flow/constraint.sdc">
current_design drawline

set clk_period 12.4
set clk_io_pct 0.2

create_clock -name clk0 -period $clk_period [get_ports {clk}]

set non_clock_inputs [all_inputs -no_clocks]
set_input_delay [expr $clk_period * $clk_io_pct] -clock clk0 $non_clock_inputs
set_output_delay [expr $clk_period * $clk_io_pct] -clock clk0 [all_outputs]
</file>
<file path="design/flow/design.v">
module drawline(
        input logic clk, input logic rst_n,
        input logic [2:0] colour,
        input logic [7:0] x0, input logic [6:0] y0,
        input logic [7:0] x1, input logic [6:0] y1,
        input logic start, output logic done,
        output logic [7:0] vga_x, output logic [6:0] vga_y,
        output logic [2:0] vga_colour, output logic vga_plot
    );
    reg [31:0] dx, dy, sx, sy, err, tmp_dx, tmp_dy, e2;
    reg [1:0] state, out;
    reg [2:0] str_colour;
    reg [7:0] max_x, min_x, x;
    reg [6:0] max_y, min_y, y;
    assign { vga_x, vga_y, vga_colour } = { x, y, str_colour };
    assign { vga_plot, done } = out;
    always @(posedge clk) begin
        if (rst_n == 1'b0) begin
            state = 2'b00;
            x = 8'b0;
            y = 7'b0;
            str_colour = 3'b0;
            out = 2'b0;
        end else begin
            case ({state, start})
                {2'b00, 1'b1}: begin
                    state = 2'b10;
                    str_colour = colour;
                    tmp_dx = x1 - x0;
                    tmp_dy = -1 * (y1 - y0);
                    dx = (tmp_dx[31] == 1'b1) ? -1 * tmp_dx : tmp_dx;
                    dy = (tmp_dy[31] == 1'b1) ? tmp_dy : -1 * tmp_dy;
                    sx = (x0 < x1) ? 1 : -1;
                    sy = (y0 < y1) ? 1 : -1;
                    err = dx + dy;
                    x = x0;
                    y = y0;
                    out = 2'b10;
                end
                {2'b10, 1'b1}: begin
                   if (x == x1 && y == y1) begin
                       state = 2'b11;
                       out = 2'b01;
                   end else begin
                       e2 = 2 * err;
                        if ( e2 >= dy ) begin
                            err = err + dy;
                            x = x + sx;
                        end
                        if( e2 <= dx ) begin
                            err = err + dx;
                            y = y + sy;
                        end
                        out = (x < 0 || x > 159 || y < 0 || y > 119) ? 2'b0 : 2'b10;
                   end
                end
                {2'b11, 1'b1}: begin
                    out = 2'b01;
                end
                default: begin
                    state = 2'b00;
                    x = 8'b0;
                    y = 7'b0;
                    str_colour = 3'b0;
                    out = 2'b0;
                end
            endcase
        end
    end
endmodule
</file>
==> flow_summary.json <==
{
  "warnings": 46,
  "outcome": "finished, final reports clean",
  "p_switching_uw": 699,
  "relSlewSlack": 0.532,
  "reg2reg_slack_ns": 5.49,
  "drtPass1Iterations": 5,
  "drv_cap": 0,
  "synth_area_mm2": 0.0105,
  "synth_chip_area_mm2": 0.0105,
  "drt-total-wl_mm": 28.3,
  "clock-skew-final_ns": 0.0160,
  "grt_antenna_before_repair": 0,
  "cp_max_fo": 5,
  "cts_htree_levels": 3,
  "port_buffers": 55,
  "cts.path.max_buffers": 2,
  "edf_count": 53,
  "grt_pass1_vias": 8729,
  "max_stage_delay_ns": 0.49,
  "cpMaxStageDelayCell": "clkdlybuf4s50_1",
  "final_hold_viol_count": 0,
  "avgViaCountPerCell": 5.29,
  "grt_pass1_wl_mm": 46.0,
  "hold_class": "flip-flop to flip-flop",
  "crit_type": "primary input to flip-flop",
  "postCtsSetupBuffers": 0,
  "place.gp.congestion": 0.953,
  "drt_iter0_markers": 716,
  "combPwrFrac": 0.621,
  "rsz0062_at_grt": "no",
  "io_pins": 56,
  "yosysCellCount": 1238,
  "dr_total_vias": 9269,
  "synthCells": 1238,
  "whs_endpoint": "str_colour[2]",
  "setup_violations": 0,
  "ant_nets": 0,
  "cts.sinks": 75,
  "dp.cells": 1735,
  "fp_util": 0.305,
  "cp.arrival_ns": 7.93,
  "wl_per_cell_um": 16.1,
  "holdPathStages": 2,
  "cts_tree": "yes",
  "fp.coreArea_mm2": 0.0345,
  "power_frac_seq": 0.214,
  "cts_resized": 0,
  "cts_buffers": 9,
  "p_int_uw": 914,
  "crit_required_ns": 12.49,
  "seq_area_frac_synth": 0.193,
  "yosysTopAreaCell": "ha_1",
  "remaining_drc_errors": 0,
  "worstReg2RegStart": "dy[30]",
  "p_clk_frac": 0.165,
  "tightest_slew_ns": 0.684,
  "top_cell": "ha_1",
  "drive_above_1_share": 0.0617,
  "utilization": 0.346,
  "p_per_area_mw_per_mm2": 135,
  "p_sw_frac": 0.433,
  "reg2reg_depth": 23,
  "fin_crit_ns": 7.85,
  "cts_root_buffer": "clkbuf_16",
  "ys_seq_elements": 75,
  "instances_no_fill": 1751,
  "p_total_uw": 1610,
  "clk_pin_slew_ns": 0.06,
  "place_hpwl_mm": 22.4,
  "chipHeight_um": 189,
  "dieArea_mm2": 0.0358,
  "worst_slack_ns": 4.55,
  "fmax_mhz": 127,
  "yosys-top-cells-area": "ha_1 (19%), edfxtp_1 (15%), xnor2_1 (6.7%), a21oi_1 (5.0%), dfxtp_1 (4.2%)",
  "fin_setup_tns_ns": 0,
  "fin_crit_sh": 0.633,
  "track_usage": 0.164,
  "irDropWorstVdd_uv": 82.8,
  "grt-ovfl-total": 0,
  "synth.distinct_cells": 90,
  "flop_cell": "edfxtp_1",
  "cp-start-kind": "primary input",
  "cts_hold_buf": 0,
  "hp-start": "str_colour[2]",
  "slew_violations": 0,
  "grt_max_degree": 52,
  "synthToLayoutAreaGrowth_pct": 13.6,
  "netlist_top_cells_count": "ha_1 (160), a21oi_1 (105), inv_1 (88)",
  "endpoint_kind": "flip-flop",
  "leakagePower_uw": 0.00503,
  "pre_cts_slack_ns": 4.20,
  "r2r-end": "err[29]",
  "clkLatencyLatePin_ns": 0.35,
  "syn-mean-instance-area_um2": 8.48,
  "insertedDiodeCount": 0,
  "synthArstFlopShare": 0,
  "top_area_frac": 0.191,
  "yosysWarnings": 1,
  "dieWidth_um": 189,
  "num_rows": 68
}
sequential cells by signal, indices dropped and copies added (netlist names):
name and cells:
err 31, dx 10, dy 10, x 8, y 7, str_colour 3, out 2, state 2
sx 1, sy 1
layout make-up:
class                           instances  area [um^2]
Multi-Input combinational cell       1049         8060
Fill cell                            3451        22500
Tap cell                              455          569
Sequential cell                        75         2030
Inverter                               88          330
Clock inverter                          6         63.8
Clock buffer                           10          229
Timing Repair Buffer                   68          648
stage by stage:
step	hold slack [ns]	instance area [um^2]
floorplan	0.454	10500
global placement	0.504	11600
detailed placement	0.503	11600
CTS	0.529	11900
global route	0.582	11900
finish	0.521	11900
cell usage in the layout, fill, tap and decap left out, types with 7 or more instances in the layout:
| master | Yosys | final |
|---|---|---|
| a31oi_1 | 8 | 8 |
| mux2_2 | 20 | 20 |
| and3_1 | 10 | 10 |
| nand2b_1 | 15 | 15 |
| xnor2_1 | 80 | 80 |
| o21ai_0 | 73 | 73 |
| clkdlybuf4s50_1 | 0 | 55 |
| xor2_1 | 15 | 15 |
| inv_1 | 88 | 88 |
| buf_4 | 0 | 13 |
| a21o_1 | 37 | 37 |
| o31ai_1 | 11 | 11 |
| mux2i_1 | 20 | 20 |
| nor3b_1 | 7 | 7 |
| nand2_1 | 85 | 85 |
| a211oi_1 | 24 | 24 |
| or3_1 | 11 | 11 |
| dfxtp_1 | 22 | 22 |
| o21bai_1 | 27 | 27 |
| a211o_1 | 7 | 7 |
| fa_1 | 13 | 13 |
| o21a_1 | 16 | 16 |
| nand3_1 | 19 | 19 |
| edfxtp_1 | 53 | 53 |
| nand4_1 | 18 | 18 |
| a21oi_1 | 105 | 103 |
| o211ai_1 | 15 | 15 |
| nor2b_1 | 12 | 12 |
| conb_1 | 2 | 8 |
| nor2_1 | 82 | 82 |
| clkbuf_16 | 0 | 9 |
| ha_1 | 160 | 160 |
| a22oi_1 | 11 | 11 |
| nor3_1 | 19 | 19 |
cells by family (layout without fill, tap and decap cells):
kind of cell | Yosys count | count (layout) | share of synthesized area
flip-flops | 75 | 75 | 0.193
AND/OR/NAND/NOR | 320 | 320 | 0.154
other | 2 | 8 | 0.000715
multiplexers | 42 | 42 | 0.0441
buffers and inverters | 120 | 172 | 0.0447
AND-OR/OR-AND | 408 | 408 | 0.262
XOR/XNOR | 98 | 98 | 0.0853
adder cells (fa/ha/maj) | 173 | 173 | 0.215
critical path: cells and delay by family:
family	cells	cell delay (ns)
AND-OR/OR-AND	14	2.61
XOR/XNOR	1	0.28
adder cells (fa/ha/maj)	4	1.39
buffers and inverters	2	0.54
multiplexers	1	0.26
AND/OR/NAND/NOR	3	0.35
routing by layer:
metal / track usage / share of wire / vias to the layer above
met5: 0 / 0 / -
met4: 0.0270 / 0.015 / 0
met3: 0.0288 / 0.054 / 28
met2: 0.246 / 0.43 / 258
met1: 0.253 / 0.50 / 4251
li1: - / - / 4732
worst max path at each step:
stage                 endpoint  startpoint  cells past startpoint  slack [ns]
final                  err[11]       y1[0]                     25        4.55
after global routing   err[30]       x0[0]                     25        4.03
after CTS              err[12]       y1[0]                     26        4.55
power by group through the flow:
| stage | combinational [uW] | clock, uW | sequential (uW) |
|---|---|---|---|
| CTS | 1000 | 272 | 345 |
| global route | 1130 | 284 | 349 |
| finish | 1000 | 266 | 345 |
Power is estimated from default activity; no workload was simulated.
