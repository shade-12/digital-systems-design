[design/flow/design.v]
module dot(input logic clk, input logic rst_n,
           output logic slave_waitrequest,
           input logic [3:0] slave_address,
           input logic slave_read, output logic [31:0] slave_readdata,
           input logic slave_write, input logic [31:0] slave_writedata,
           input logic master_waitrequest,
           output logic [31:0] master_address,
           output logic master_read, input logic [31:0] master_readdata, input logic master_readdatavalid,
           output logic master_write, output logic [31:0] master_writedata);
    logic done_dot, slave_waitrequest_out;
    logic [31:0] slave_readdata_out, 
                 weight_addr, vector_addr, vector_length, start_indicator,
                 stored_weight_addr, stored_vector_addr, stored_vector_length;
    logic start_dot, start_new_dot, master_read_out, sign_bit;
    logic [2:0] state;
    logic [31:0] master_address_out;
    logic signed [63:0] prod;
    integer count, weight_val, vector_val, sum, int_prod;
    assign slave_readdata = slave_readdata_out;
    assign slave_waitrequest = slave_waitrequest_out;
    always @(*) begin
        if (rst_n == 1'b0)
            slave_waitrequest_out = 1'b1;
        else
            if (state == 3'b001 || state == 3'b010 || state == 3'b011 || state == 3'b100 || state == 3'b101)
                slave_waitrequest_out = 1'b1;
            else
                slave_waitrequest_out = 1'b0;
    end
    always @(posedge clk)
        if (rst_n == 1'b0)
            slave_readdata_out <= 32'b0;
        else begin
            if (slave_read & (slave_address == 4'd0) & done_dot)
                slave_readdata_out <= sum;
            if (slave_write) begin
                if (slave_address == 4'd0) start_indicator <= slave_writedata;
                if (slave_address == 4'd2) weight_addr <= slave_writedata;
                if (slave_address == 4'd3) vector_addr <= slave_writedata;
                if (slave_address == 4'd5) vector_length <= slave_writedata;
            end
        end
    assign start_dot = slave_write && (slave_address == 4'd0);
    assign master_read = master_read_out;
    assign master_address = master_address_out;
    assign master_write = 1'b0;
    assign master_writedata = 32'bx;
    assign start_new_dot = (stored_weight_addr != weight_addr) || (stored_vector_addr != vector_addr) || (stored_vector_length != vector_length);
    assign sign_bit = weight_val[31] ^ vector_val[31];
    always @(posedge clk)
        if (rst_n == 1'b0) begin
            state = 3'b000;
            master_read_out = 1'b0;
            master_address_out = 32'bx;
            done_dot = 1'b0;
        end else
            case (state)
                3'b000: begin
                    done_dot = 1'b0;
                    master_read_out = 1'b0;
                    master_address_out = 32'bx;
                    count = 0;
                    sum = 0;
                    if (start_dot) begin
                        stored_weight_addr = weight_addr;
                        stored_vector_addr = vector_addr;
                        stored_vector_length = vector_length;
                        state = 3'b001;
                    end
                end
                3'b001: begin
                    if (count < stored_vector_length) begin
                        done_dot = 1'b0;
                        master_read_out = 1'b1;
                        master_address_out = stored_weight_addr + (count * 4);
                        state = 3'b010;
                    end else begin
                        state = 3'b110;
                        done_dot = 1'b1;
                    end
                end
                3'b010: begin
                    done_dot = 1'b0;
                    if (master_waitrequest == 1'b0) begin
                        master_read_out = 1'b0;
                        state = 3'b011;
                    end
                end
                3'b011: begin
                    done_dot = 1'b0;
                    if (master_readdatavalid == 1'b1) begin
                        master_read_out = 1'b1;
                        master_address_out = stored_vector_addr + (count * 4);
                        state = 3'b100;
                        weight_val = master_readdata;     
                    end
                end
                3'b100: begin
                    done_dot = 1'b0;
                    if (master_waitrequest == 1'b0) begin
                        master_read_out = 1'b0;
                        state = 3'b101;
                    end
                end
                3'b101: begin
                    done_dot = 1'b0;
                    if (master_readdatavalid == 1'b1) begin
                        master_read_out = 1'b0;
                        vector_val = master_readdata;
                        prod = weight_val * vector_val;  
                        if (prod[31] == 1'b1)
                            if (sign_bit == 1'b1)
                                int_prod = prod[63:32] - 1'b1;
                            else
                                int_prod = prod[63:32] + 1'b1;
                        else
                            int_prod = prod[63:32];
                        sum += int_prod;
                        count += 1;
                        state = 3'b001;
                    end
                end
                3'b110: begin
                    master_read_out = 1'b0;
                    master_address_out = 32'bx;
                    count = 0;
                    if (start_dot & start_new_dot) begin
                        sum = 0;
                        stored_weight_addr = weight_addr;
                        stored_vector_addr = vector_addr;
                        stored_vector_length = vector_length;
                        state = 3'b001;
                        done_dot = 1'b0;
                    end else
                        done_dot = 1'b1;
                end
                default: begin
                    master_read_out = 1'b0;
                    master_address_out = 32'bx;
                    done_dot = 1'b0;
                end
            endcase
endmodule: dot
[design/flow/run.sh]
#!/bin/bash
# OpenROAD 26Q1-2900-gdf79404cd8, Yosys 0.63+post, stock flow scripts
make -C /OpenROAD-flow-scripts/flow DESIGN_CONFIG=/design/flow/config.mk WORK_HOME=/design/flow/orfs finish
[design/flow/config.mk]
export PLATFORM = sky130hd
export DESIGN_NAME = dot
export DESIGN_NICKNAME = dot
export VERILOG_FILES = /design/flow/design.v
export SDC_FILE = /design/flow/constraint.sdc
export NUM_CORES = 4
export LEC_CHECK = 1
export CORE_UTILIZATION = 50
[design/flow/constraint.sdc]
current_design dot

set clk_period 27.9
set clk_io_pct 0.2

create_clock -name clk0 -period $clk_period [get_ports {clk}]

set non_clock_inputs [all_inputs -no_clocks]
set_input_delay [expr $clk_period * $clk_io_pct] -clock clk0 $non_clock_inputs
set_output_delay [expr $clk_period * $clk_io_pct] -clock clk0 [all_outputs]
==> impl_metrics.py <==
# Synthesis and PnR figures
metrics = {
    "clock_tree": {
        "numCtsBuffers": 38,
        "cts-resized-gates": 0,
        "clockRootBuffer": "clkbuf_16",
        "post-cts-setup-buffers": 0,
        "clkSinkCount": 362,
        "clock_latency_ns": 0.60,
        "cts_hold_buf": 0,
        "cts.clk_slew.worst_paths_ns": 0.07,
        "cts_tree": "built",
        "cts_max_path_buffers": 3,
        "cts_max_level": 2,
    },
    "global_route": {
        "grt_max_degree": 60,
        "track_usage_pct": 28.5,
        "antenna_found_initial": 1,
        "grt_pass1_vias": 38700,
        "grt_overflow_total": 0,
        "grt_pass1_wl_mm": 217,
    },
    "final_timing": {
        "tightest_slew_ns": 0.866,
        "setup_viol": 0,
        "fmax_mhz": 54.8,
        "period_used_pct": 65.4,
        "period_needed_ns": 18.24,
        "final.setup_skew_ns": 0.0483,
        "rsz0062_at_grt": "false",
        "hold_viol": 0,
        "relSlewSlack_pct": 42.3,
        "drv_slew": 0,
        "tns_ns": 0,
    },
    "job": {
        "warnings": 27,
        "maxCapViolCount": 0,
    },
    "place": {
        "gp_congestion": 0.938,
        "io_buffers": 139,
        "dp_hpwl_mm": 102,
    },
    "critical_path": {
        "critPathCaptureType": "flip-flop",
        "crit_required_ns": 28.23,
        "slowest_delay_ns": 0.76,
        "critPathKind": "in2reg",
        "cp_max_fo": 19,
        "critPathBufInv": 6,
        "crit_path_frequent_cell": "fa_1",
        "slowest_stage": "fa_1",
        "crit_family": "adder cells",
        "start_kind": "primary input",
        "worstPathArrival_ns": 18.57,
    },
    "worst_hold_path": {
        "hp-class": "reg2reg",
    },
    "floorplanning": {
        "dieWidth_um": 331,
        "rows": 120,
        "die-height_um": 331,
        "core_area_um2": 107000,
        "fp_util_pct": 50.5,
        "die_area_um2": 110000,
        "io_pins": 173,
    },
    "synth": {
        "synth-seq-cells": 362,
        "netlist_instances": 5296,
        "flop_cell": "edfxtp_1",
        "synth.distinct_cells": 78,
        "yosys_area_um2": 54100,
        "yosys_warnings": 1,
        "topCellsByArea": "fa_1 40%, edfxtp_1 18%, inv_1 7.2%",
        "synth_area_leader_cell": "fa_1",
        "async_flop_share_pct": 0,
        "yosysTopAreaCellShare_pct": 40.1,
        "ys_seq_share_pct": 19.3,
        "ys_cells": 5296,
        "syn-cell-area_um2": 54100,
        "synth-edff-count": 321,
        "synth.avg_cell_area_um2": 10.2,
    },
    "route": {
        "vias": 35400,
        "via_per_inst": 5.23,
        "ant_nets": 0,
        "wl_per_cell_um": 19.8,
        "wl_mm": 134,
        "drt_iter0_drc": 1281,
        "drc_errors": 0,
        "drtPass1Iterations": 5,
    },
    "cells_and_area": {
        "area_growth_pct": 7.72,
        "drive_gt1_share_pct": 3.93,
        "flop_area_um2": 10500,
        "fin_util_pct": 54.4,
        "num-fill-cells": 9523,
        "comb_area_um2": 38800,
    },
    "status": {
        "status": "finished, final reports clean",
    },
}
==> per-stage QoR <==
step,hold slack [ns],cells,cell area [µm²],setup slack (ns)
floorplan,0.426,5328,54200,11.32
global placement,0.433,6704,57000,9.16
detailed placement,0.436,6704,57000,9.09
CTS,0.435,6772,58300,9.69
global route,0.437,6772,58300,8.84
finish,0.439,6773,58300,9.66
==> synth_stat cells (3+ instances only) <==
master    instances
fa_1           1084
inv_1          1043
nand2_1         646
and2_1          542
edfxtp_1        321
ha_1            304
clkbuf_1        219
xnor2_1         162
nor2_1          115
a21oi_1         103
a21o_1           82
o21ai_0          77
xor2_1           73
dfxtp_1          41
nand4_1          41
a21boi_0         40
nand3_1          38
nand2b_1         34
buf_4            33
mux2_2           33
o21a_1           32
nor3_1           26
and3_1           23
nor2b_1          17
o21bai_1         14
or3_1            13
a31oi_1          11
nor4_1           11
a211oi_1          9
o22ai_1           8
o31ai_1           8
o211ai_1          7
mux2i_1           5
a221o_1           4
a221oi_1          4
a31o_2            4
and4_1            4
buf_1             4
a211o_1           3
o211a_1           3
or2_2             3
==> path summary, 6_finish.rpt <==
check,slack [ns],endpoint,cells past startpoint,startpoint
setup / recovery,9.66,sum[28]$_SDFFCE_PN0P_,45,master_readdata[31]
hold / removal,0.44,stored_vector_addr[3]$_DFFE_PP_,0,vector_addr[3]$_DFFE_PP_
setup reg to reg,14.84,sum[28]$_SDFFCE_PN0P_,42,weight_val[17]$_DFFE_PP_
hold reg to reg,0.44,stored_vector_addr[3]$_DFFE_PP_,0,vector_addr[3]$_DFFE_PP_
==> cell usage in the layout (no fill, tap or decap), types with 5 or more instances in the layout <==
master	instances
mux2i_1	5
nand2b_1	34
o31ai_1	8
a21o_1	82
a211oi_1	9
mux2_2	33
o22ai_1	8
nor2_1	114
o21a_1	32
clkbuf_1	7
clkbuf_16	39
nand3_1	38
edfxtp_1	321
a21boi_0	40
and3_1	22
o21ai_0	76
nand2_1	646
or3_1	13
nor2b_1	16
nor3_1	24
xnor2_1	161
dfxtp_1	40
a31oi_1	11
a21oi_1	103
conb_1	33
buf_4	90
clkinv_1	7
xor2_1	72
o21bai_1	14
fa_1	1084
nor4_1	11
ha_1	304
and2_1	542
inv_1	1043
nand4_1	41
clkinv_2	5
o211ai_1	7
clkdlybuf4s50_1	139
==> final cells by class <==
| type | instances | share of cell area [%] |
|---|---|---|
| well taps | 1403 | 3.01 |
| repair buffers | 229 | 3.55 |
| clock buffers | 48 | 1.76 |
| diodes | 1 | 0.00429 |
| clock inverters | 20 | 0.416 |
| multi-input cells | 3666 | 66.6 |
| flip-flops and latches | 362 | 17.9 |
| inverters | 1044 | 6.72 |
==> worst register-to-register path: cells and delay by family (launching register included) <==
family          cells  cell delay [ns]
flops               1             0.83
buf+inv             2             0.47
simple gates        7             1.56
mux                 1             0.27
fa+ha+maj          11             4.98
xor+xnor            2             0.28
compound gates     19             4.43
==> cells by family (layout without fill, tap and decap cells) <==
| group | after synthesis | in the layout | synth area share, % |
|---|---|---|---|
| AOI/OAI and AO/OA | 446 | 446 | 5.60 |
| muxes | 38 | 38 | 0.779 |
| adders and majority gates | 1388 | 1388 | 47.1 |
| other | 1 | 34 | 0.00693 |
| DFF | 362 | 362 | 19.3 |
| buffers and inverters | 1300 | 1341 | 9.25 |
| and+or+nand+nor | 1525 | 1525 | 14.1 |
| xor gates and xnor gates | 236 | 236 | 3.85 |
==> flip-flops by register name, summed over array words and instances, names as in the netlist <==
name and count:
slave_readdata_out 32, stored_weight_addr 32, master_read_out 1, state 7, done_dot 1, count 32, vector_addr 32, weight_val 32
master_address_out 32, stored_vector_addr 32, vector_length 32, stored_vector_length 32, sum 32, vector_val 1, weight_addr 32
==> per-layer routing <==
| metal | vias up | track usage, % | wire length, µm |
|---|---|---|---|
| li1 | 16200 | - | - |
| met5 | - | 1.09 | 116 |
| met3 | 129 | 17.0 | 18900 |
| met4 | 4 | 3.84 | 2330 |
| met2 | 1459 | 40.0 | 59500 |
| met1 | 17600 | 41.9 | 53200 |
