===== design/flow/run.sh =====
#!/bin/bash
# OpenROAD 26Q1-2900-gdf79404cd8, Yosys 0.63+post, stock flow scripts
make -C /OpenROAD-flow-scripts/flow DESIGN_CONFIG=/design/flow/config.mk WORK_HOME=/design/flow/orfs finish

===== design/flow/config.mk =====
export PLATFORM = sky130hd
export DESIGN_NAME = prga
export DESIGN_NICKNAME = prga
export VERILOG_FILES = /design/flow/design.v
export SDC_FILE = /design/flow/constraint.sdc
export NUM_CORES = 4
export LEC_CHECK = 1
export CORE_UTILIZATION = 30

===== design/flow/constraint.sdc =====
current_design prga

set clk_period 56.9
set clk_io_pct 0.2

create_clock -name clk0 -period $clk_period [get_ports {clk}]

set non_clock_inputs [all_inputs -no_clocks]
set_input_delay [expr $clk_period * $clk_io_pct] -clock clk0 $non_clock_inputs
set_output_delay [expr $clk_period * $clk_io_pct] -clock clk0 [all_outputs]

===== design/flow/design.v =====
module prga(input logic clk, input logic rst_n,
            input logic en, output logic rdy,
            input logic [23:0] key,
            output logic [7:0] s_addr, input logic [7:0] s_rddata, output logic [7:0] s_wrdata, output logic s_wren,
            output logic [7:0] ct_addr, input logic [7:0] ct_rddata,
            output logic [7:0] pt_addr, input logic [7:0] pt_rddata, output logic [7:0] pt_wrdata, output logic pt_wren);
    logic rdy_out;
    logic [3:0] state;
    logic [7:0] ct_addr_out, i, j, k, I, pad_i, message_length;
    logic [16:0] s_out, pt_out;
    logic [7:0] pad [255:0];
    logic [7:0] ct_mem [255:0];
    assign rdy = rdy_out;
    assign ct_addr = ct_addr_out;
    assign { s_addr, s_wrdata, s_wren } = s_out;
    assign { pt_addr, pt_wrdata, pt_wren } = pt_out;
    always @(posedge clk) begin
        rdy_out <= (rst_n == 1'b1) & (state == 4'b0000) & (en == 1'b0);
    end
    always @(posedge clk) begin
        if (rst_n == 1'b0) begin
            i <= 8'b0; j <= 8'b0; k <= 8'b0;
            state <= 4'b0000;
            ct_addr_out <= 8'b0;
            s_out <= 17'b0;
            pt_out <= 17'b0;
        end else
            case (state)
                4'b0000: begin
                    i <= 8'b0; j <= 8'b0; k <= 8'b0;
                    ct_addr_out <= 8'b0;
                    s_out <= 17'b0;
                    pt_out <= 17'b0;
                    if (en == 1'b1) begin
                        state <= 4'b0001;
                        message_length <= ct_rddata;
                        ct_mem[k] <= ct_rddata;
                    end
                end
                4'b0001: begin
                    if (k < message_length) begin
                        i <= i + 8'b1;
                        state <= 4'b0010;
                        ct_addr_out <= k + 8'b1;
                        s_out <= { i + 8'b1, 8'bx, 1'b0 };
                        pt_out <= 17'b0;
                    end else begin
                        i <= 8'b0; j <= 8'b0; k <= 8'b0;
                        state <= 4'b1010;
                        ct_addr_out <= 8'b0;
                        s_out <= 17'b0;
                        pt_out <= { 8'b0, message_length, 1'b1 };
                    end
                end
                4'b0010: begin
                    state <= 4'b0011;
                end
                4'b0011: begin
                    ct_mem[k + 8'b1] <= ct_rddata;
                    I <= s_rddata;
                    j <= j + s_rddata;
                    state <= 4'b0100;
                    ct_addr_out <= 8'b0;
                    s_out <= { j + s_rddata, 8'bx, 1'b0 };
                    pt_out <= 17'b0;
                end
                4'b0100: begin
                    state <= 4'b0101;
                end
                4'b0101: begin
                    pad_i <= I + s_rddata;
                    state <= 4'b0110;
                    ct_addr_out <= 8'b0;
                    s_out <= { i, s_rddata, 1'b1 };
                    pt_out <= 17'b0;
                end
                4'b0110: begin
                    state <= 4'b0111;
                    ct_addr_out <= 8'b0;
                    s_out <= { j, I, 1'b1 };
                    pt_out <= 17'b0;
                end
                4'b0111: begin
                    state <= 4'b1000;
                    ct_addr_out <= 8'b0;
                    s_out <= { pad_i, 8'bx, 1'b0 };
                    pt_out <= 17'b0;
                end
                4'b1000: begin
                    state <= 4'b1001;
                end
                4'b1001: begin
                    k <= k + 8'b1;
                    pad[k] <= s_rddata;
                    state <= 4'b0001;
                    ct_addr_out <= 8'b0;
                    s_out <= 17'b0;
                    pt_out <= 17'b0;
                end
                4'b1010: begin
                    if (k < message_length) begin
                        k <= k + 8'b1;
                        ct_addr_out <= 8'b0;
                        s_out <= 17'b0;
                        pt_out <= { k + 8'b1, pad[k] ^ ct_mem[k + 8'b1], 1'b1 };
                    end else begin
                        i <= 8'b0; j <= 8'b0; k <= 8'b0;
                        state <= 4'b0000;
                        ct_addr_out <= 8'b0;
                        s_out <= 17'b0;
                        pt_out <= 17'b0;
                    end
                end
                default: begin
                    i <= 8'b0; j <= 8'b0; k <= 8'b0;
                    state <= 4'b0000;
                    ct_addr_out <= 8'b0;
                    s_out <= 17'b0;
                    pt_out <= 17'b0;
                end
            endcase
    end
endmodule: prga

==> run summary <==
Summary of the current implementation state.

- The area added between synthesis and finish is 13.8%, for reference.
- The number of cells on the critical path is 9, for reference.
- The critical path contains buffers and inverters numbering 4 combined.
- The destination of the worst register-to-register timing path is pt_out[3], for reference.
- Per the synth log, the flip-flop and latch total comes to 4,206.
- The CTS report gives the tree buffer count as 392.
- The per-instance average area after synthesis is 22.2 sq um, for reference.
- The maximum number of pins on one net before global-route repair is 152, for reference.
- The critical path required time is 57.47 ns, for reference.
- The path type of the worst setup path is input pin to flip-flop, for reference.
- In this run the worst hold path is classified as flip-flop to flip-flop.
- In the synthesized netlist, the number of instances is 7,350.
- The first global-routing pass estimated 578 mm of wire.
- The post-route netlist has 26.4% of its cells at a drive strength greater than 1.
- The die is 740 um tall.
- In the final layout, the fill cell count is 48,973.
- Counting flops with a built-in enable in the synthesized netlist gives 4,120.
- Total global-route track usage over all layers is 15.5%.
- The via total after detailed routing is 75,656, for reference.
- The skew report gives the latency at the later pin of the worst-skew pair as 1.00 ns.
- The via count of the first global-routing pass came to 85,090.
- The highest cell delay on the worst timing path is 0.74 ns, for reference.
- At the floorplan stage, the core utilization is reported as 30.2%.
- After routing, the total negative slack on setup checks comes to 0 ns.
- The initialized floorplan defines 270 standard-cell rows.
- The flip-flop and latch area is 0.125 sq mm, for reference.
- The final hold slack is 0.465 ns, for reference.
- The chip width is 740 um, for reference.
- The commonest cells after synthesis are sky130_fd_sc_hd__edfxtp_1 (4,120), sky130_fd_sc_hd__mux4_2 (1,196), sky130_fd_sc_hd__nor2_1 (592).
- The script computed a power per unit cell area of 33.0 mW/mm^2.
- The total power after layout is 6.13 mW, for reference.
- The analysis reports a worst IR drop on VDD of 23.7 uV.
- The hold buffer count at CTS is 0, for reference.
- The post-synthesis instance area is 0.163 sq mm, for reference.
- Warnings reported by Yosys during synthesis add up to 1.
- STA classifies the critical path endpoint as a flip-flop.
- The power report puts the leakage power at 54.2 nW.
- The number of cells in Yosys stat is 7,350, for reference.
- The clock tree from TritonCTS is built, for reference.
- Setup violations remaining at the end of the flow were counted as 0.
- The final wirelength is 397 mm, for reference.
- The chip footprint is 0.547 sq mm, for reference.
- On the critical path, the stage with the largest delay is an instance of sky130_fd_sc_hd__nor2_1.
- The count of cells resized by post-cts repair is 0, for reference.
- The total congestion overflow is 0, for reference.
- The routed design shows a wire length per standard cell of 26.2 um.
- The worst setup path is launched from an input pin.
- The capturing instance or port of the critical path is ct_mem[191][1], for reference.
- The number of clock sinks is 4,206, for reference.
- The headroom to the max-slew limit is 31.2%, for reference.
- The number of iterations in the first detailed-routing pass is 7, for reference.
- The post-detailed-route via-to-cell ratio is 5.00, for reference.
- Detailed-route iteration 0 reported a violation count of 4,817.
- The master cell of the clock root buffer is sky130_fd_sc_hd__clkbuf_16, for reference.
- The worst reg-to-reg setup slack is 49.74 ns, for reference.
- Per STA, the startpoint of the critical path is rst_n.
- Max-cap violations in this run came to 0.
- The core box area is 0.541 sq mm, for reference.
- Post-CTS timing repair inserted 0 buffers for setup.
- The count of different cell masters after synthesis is 73, for reference.
- The signal on the critical path passes through buf_2 -> buf_4 -> nand3_1 -> inv_1 -> nand3_1 -> o21ai_0 -> nand2_2 -> buf_4 -> nor2_1.
- OpenROAD emitted warnings numbering 67.
- Per the synth stats, the flop cell with the highest instance count is sky130_fd_sc_hd__edfxtp_1.
- The share of the clock period used by the worst path is 25.0%, for reference.
- Ranked by total cell area, the synthesized netlist is headed by sky130_fd_sc_hd__edfxtp_1 (76%), sky130_fd_sc_hd__mux4_2 (17%), sky130_fd_sc_hd__nor2_1 (1.4%), sky130_fd_sc_hd__dfxtp_1 (1.1%), sky130_fd_sc_hd__mux2i_1 (0.56%).
- The boundary pin count is 94, for reference.
- Yosys instantiated no cell more often than sky130_fd_sc_hd__edfxtp_1.
- The clock passes through at most 4 buffers.
- Setup repair after global routing left no endpoint under its margin.
- The total of buffers placed on input and output ports is 61, for reference.
- The worst clock skew is 0.0730 ns, for reference.
- The amount of wire on met2 after detailed routing is 189 mm, for reference.
- The maximum operating frequency is 70.4 MHz, for reference.
- Per the timing report, the most critical flop-to-flop path originates at k[0].
- The placed wire-length estimate after detailed placement is 238 mm, for reference.
- The count of nets left with antenna violations once routing finished came out at 0.
- The async set-or-reset flop fraction in the synthesized netlist is 0%, for reference.
- The flow ran to the end, and the final reports show no timing, DRC or antenna violations.
- The synthesized design spends more area on one cell type than any other, namely sky130_fd_sc_hd__edfxtp_1.
- After detailed routing, the met3 layer carries 69.0 mm of wire.
- STA lists the maximum fanout along the critical path as 39.
- The detailed router put a total of 123 mm of wire on met1.
- The yosys synthesis chip area is 0.163 sq mm, for reference.
- The worst register-to-register path depth is 13.
- The final number of hold-violating endpoints is 0, for reference.
- The final period demand of the worst path is 14.20 ns, for reference.
- The post-route DRC violation count is 0, for reference.
- The initial antenna violation count was 11.
- The arrival time of the worst setup path is 14.77 ns, for reference.
- Per the CTS log, the maximum H-tree level is 5.
- The highest metal layer with signal wires is met5, for reference.
- The pin slew with the least headroom to its limit is 1.03 ns, for reference.
- The total count of max-transition violations in the final report is 0, for reference.
- Cells fill 34.3% of the core in the end.
- Per Yosys stat, the portion of area used by sequential elements is 76.8%.
- Yosys reports that the leading cell type by area covers 75.8% of the netlist area.
- The area of combinational cells with multiple inputs is 0.0357 sq mm, for reference.
- The clock-pin slew on the worst setup and hold paths is 0.06 ns, for reference.
- Routability-driven placement finished with a final weighted congestion of 0.866.
- Broken down by cell family, the worst path's largest delay share belongs to buffers and inverters.
metrics by stage:
stage / setup slack [ns] / instances / area, sq um
2_1_floorplan: 43.46 / 7350 / 163000
3_3_place_gp: 41.80 / 14404 / 173000
6_report: 42.70 / 15143 / 186000
5_1_grt: 42.53 / 15137 / 186000
3_5_place_dp: 41.71 / 14404 / 173000
4_1_cts: 42.73 / 15135 / 186000
placed cells by master, fill, tap and decap left out, types with 17 or more instances in the layout:
cell type                         instances
sky130_fd_sc_hd__ha_1                    25
sky130_fd_sc_hd__mux2_2                  29
sky130_fd_sc_hd__nand3_1                 36
sky130_fd_sc_hd__clkdlybuf4s50_1         44
sky130_fd_sc_hd__mux4_2                1196
sky130_fd_sc_hd__nand2b_1                19
sky130_fd_sc_hd__clkinvlp_4              17
sky130_fd_sc_hd__inv_1                   27
sky130_fd_sc_hd__clkbuf_8                22
sky130_fd_sc_hd__clkinv_1                73
sky130_fd_sc_hd__dfxtp_1                 80
sky130_fd_sc_hd__clkinv_2                83
sky130_fd_sc_hd__o21ai_0                 21
sky130_fd_sc_hd__buf_4                  207
sky130_fd_sc_hd__a22o_1                  20
sky130_fd_sc_hd__nor2_1                 589
sky130_fd_sc_hd__nand2_1                146
sky130_fd_sc_hd__a22oi_1                106
sky130_fd_sc_hd__o22ai_1                 49
sky130_fd_sc_hd__clkbuf_16              395
sky130_fd_sc_hd__bufinv_16               51
sky130_fd_sc_hd__a221oi_1                27
sky130_fd_sc_hd__clkbuf_1                76
sky130_fd_sc_hd__nor2b_1                 22
sky130_fd_sc_hd__edfxtp_1              4120
sky130_fd_sc_hd__a21oi_1                 45
sky130_fd_sc_hd__mux2i_1                 92
layout make-up:
cell class,count,share of cell area (%)
diodes,8,0.0108
clock buffers,477,5.52
clock inverters,254,1.53
inverters,31,0.0640
multi-input cells,2683,19.2
flip-flops and latches,4206,67.5
well taps,7208,4.86
repair buffers,276,1.28
cell families after synthesis:
family | Yosys count | share of synthesized area [%]
fa+ha+maj | 28 | 0.224
xor+xnor | 31 | 0.166
mux | 1318 | 17.3
flops | 4206 | 76.8
buf+inv | 461 | 1.40
compound gates | 402 | 1.79
simple gates | 904 | 2.30
worst min path at each step:
stage	endpoint	startpoint	depth (start not counted)
4_1_cts	s_out[11]	s_out[11]	2
5_1_grt	ct_addr_out[1]	ct_addr_out[1]	2
6_report	s_out[10]	s_out[10]	2
layer usage:
layer  global-route usage, %  up-vias
met5                    2.78        -
met4                    4.39       41
met2                    23.7     4749
met1                    16.0    38622
met3                    12.7      741
li1                        -    31503
flip-flops by register name, summed over array words and instances (netlist names), named ones only:
name            cells
message_length      8
j                   8
I                   8
s_out              17
rdy_out             1
i                   8
pad              2048
pt_out             17
ct_addr_out         8
pad_i               8
state              11
ct_mem           2048
k                   8
where the power goes:
group          switching (mW)  leakage (nW)  total (mW)  internal, mW
Combinational          0.0596          10.1      0.0674       0.00781
Sequential           0.000656          37.7        3.40          3.40
Clock                    1.14          6.38        2.66          1.52
worst min-delay path: stages, from the launching register on:
cell,delay (ns)
sky130_fd_sc_hd__dfxtp_1,0.33
sky130_fd_sc_hd__nand2_1,0.04
sky130_fd_sc_hd__o21ai_0,0.06
Power and IR drop assume default switching activity.
